<file path="flow/constraint.sdc">
current_design fetch

set clk_period 7.8
set clk_io_pct 0.2

create_clock -name clk0 -period $clk_period [get_ports {clk}]
create_clock -name clk1 -period $clk_period [get_ports {rst}]

set non_clock_inputs [all_inputs -no_clocks]
set_input_delay [expr $clk_period * $clk_io_pct] -clock clk0 $non_clock_inputs
set_output_delay [expr $clk_period * $clk_io_pct] -clock clk0 [all_outputs]
</file>
<file path="flow/config.mk">
export PLATFORM = sky130hd
export DESIGN_NAME = fetch
export DESIGN_NICKNAME = fetch
export VERILOG_FILES = /design/flow/design.v
export SDC_FILE = /design/flow/constraint.sdc
export NUM_CORES = 4
export LEC_CHECK = 1
export CORE_UTILIZATION = 50
</file>
<file path="flow/run.sh">
#!/bin/bash
# OpenROAD 26Q1-2900-gdf79404cd8, Yosys 0.63+post, stock flow scripts
make -C /OpenROAD-flow-scripts/flow DESIGN_CONFIG=/design/flow/config.mk WORK_HOME=/design/flow/orfs finish
</file>
<file path="flow/design.v">
`timescale 1ns / 1ps
module fetch(
    input wire clk, rst,
    input wire ex_mem_pc_src,
    input wire [31:0] ex_mem_npc,
    output wire [31:0] if_id_instr,
    output wire [31:0] if_id_npc,
    output wire [31:0] pc_out_dbg,
    output wire [31:0] next_pc_dbg,
    output wire [31:0] instr_data_dbg
);
    wire [31:0] pc_out;
    wire [31:0] next_pc;
    wire [31:0] pc_mux;
    wire [31:0] instr_data;
    assign pc_out_dbg    = pc_out;
    assign next_pc_dbg   = next_pc;
    assign instr_data_dbg = instr_data;
    mux m0(
        .y(pc_mux),
        .a_true(ex_mem_npc),
        .b_false(next_pc),
        .sel(ex_mem_pc_src)
    );
    pc pc0(
        .clk(clk),
        .rst(rst),
        .pc_in(pc_mux),
        .pc_out(pc_out)
    );
    incrementer in0(
        .pcin(pc_out),
        .pcout(next_pc)
    );
    instrMem inMem0(
        .clk(clk),
        .rst(rst),
        .addr(pc_out),
        .data(instr_data)
    );
    ifIdLatch ifIdLatch0(
        .clk(clk),
        .rst(rst),
        .pc_in(next_pc),
        .instr_in(instr_data),
        .pc_out(if_id_npc),
        .instr_out(if_id_instr)
    );
endmodule
`timescale 1ns / 1ps
module ifIdLatch(
    input wire clk, rst,
    input wire [31:0] pc_in, instr_in,
    output reg [31:0] pc_out, instr_out
);
    always @(posedge clk or posedge rst) begin
        if (rst) begin
            pc_out <= 32'b0;
            instr_out <= 32'b0;
        end else begin
            pc_out <= pc_in;
            instr_out <= instr_in;
        end
    end
endmodule
`timescale 1ns / 1ps
module incrementer(
    input wire [31:0] pcin,
    output wire [31:0] pcout
);
    assign pcout = pcin + 4;
endmodule
`timescale 1ns / 1ps
module instrMem(
    input wire clk, rst,
    input wire [31:0] addr,
    output reg [31:0] data
);
    reg [31:0] mem [0:63];  
    integer i;
    always @(posedge rst) begin
        for (i = 0; i < 64; i = i + 1)
            mem[i] <= 32'b0;
        mem[0]  <= 32'hA00000AA;
        mem[1]  <= 32'h10000011;
        mem[2]  <= 32'h20000022;
        mem[3]  <= 32'h30000033;
        mem[4]  <= 32'h40000044;
        mem[5]  <= 32'h50000055;
        mem[6]  <= 32'h60000066;
        mem[7]  <= 32'h70000077;
        mem[8]  <= 32'h80000088;
        mem[9]  <= 32'h90000099;
    end
    always @(*) begin
        data = mem[addr[31:2]];  
    end
endmodule
`timescale 1ns / 1ps
module mux(
    input wire [31:0] a_true, b_false,
    input wire sel,
    output wire [31:0] y
);
    assign y = (sel) ? a_true : b_false;
endmodule
`timescale 1ns / 1ps
module pc(
    input wire clk, rst,
    input wire [31:0] pc_in,
    output reg [31:0] pc_out
);
    always @(posedge clk or posedge rst) begin
        if (rst)
            pc_out <= 32'b0;
        else
            pc_out <= pc_in;
    end
endmodule
</file>
==> job_summary.md <==
## Synthesis and layout report

| Metric | Value |
|---|---|
| CTS tree | done |
| CP cell instances | ha_1, nand3_1, nor4_4, nand3_1, xnor2_1, clkdlybuf4s50_1 |
| Initial antenna violation count | 0 |
| Xor+xnor area frac | 0.0728 |
| Largest logic family | buffers and inverters |
| Diode count | 0 |
| I/O pins | 195 |
| R2R Setup Slk | about 5.5 ns |
| Netlist cell types | 35 |
| TritonRoute pass-1 iters | 21 |
| DR WL/cell | around 15 um |
| Vias after detailed routing | 2830 |
| Yosys chip area | between 3000 and 4000 sq um |
| Initial Util | 0.525 |
| Gr ovfl total | 0 |
| WP data arrival | 2.88 ns |
| Gate Count Post-Synth | roughly 290 |
| CP top delay family | simple AND/OR/NAND/NOR gates |
| Die Span X | 84.1 um |
| Yosys reg bits | 68 |
| Area of the mapped netlist | between 3000 and 4000 sq um |
| Startpoint types | flop |
| Final WL | 8630 um |
| Type of the tightest min-delay check | flop to flop |
| Slowest CP cell | clkdlybuf4s50_1 |
| RSZ-0062 raised after global routing | false |
| Gpl congestion | around 0.9 |
| Largest net degree at the start of global routing | 34 |
| Max incr delay on CP | around 0.53 ns |
| Final setup margin | 3.36 ns |
| Total track usage | 0.263 |
| Crit. End Element | output pin |
| Yosys adder share | 0.0223 |
| I/O Buffers | 153 |
| Critical path peak fanout | 9 |
| Synth Seq Share | 0.505 |
| Status | finished, final reports clean |
| Die area | 7070 sq um |
| Area contributors post-synth | dfrtp_1, buf_4, mux2_2, xnor2_1, ha_1 |
| Post_cts resized | 0 |
| Buffers & Inverters on Critical Path | 1 |
| Tool Warnings | approximately 100 |
| CP required | around 6.2 ns |
| Static leakage | 0.00249 uW |
| WHS | 0.428 ns |
| Area growth from synthesis to layout | 57.4% |
| Core Box Area | 6420 sq um |
| Setup CP Type | flop to output pin |
| Reg clk slew, reported paths | 0.07 ns |
| Actual slew at the worst max-slew pin | 0.564 ns |
| Yosys stat cell total | 289 |
| Critical path's most frequent cell | nand3_1 |
| Layout cells sized above 1 | 0.126 |
| Avg Cell Area, Syn | 11.7 sq um |
| MaxCap Viol Count | 0 |
| First-pass GRT wire length | 14000 um |
| Ao+oa area frac | 0.0353 |
| Final hold viol count | 0 |
| Yosys Warn Count | 4 |
| Pre-CTS setup slack | 2.19 ns |
| Setup TNS | 0 ns |
| Postcts setup bufs | 0 |
| Std cell rows | 29 |
| Final ANT Viol Nets | 0 |
| Final setup viols | 0 |
| Vias in the first global route | ~3200 |
| Synth Area in Simple Gates | 0.114 |
| Largest vdd supply drop | 0.206 mV |
| Hold buffers post-CTS | 0 |
| Fin Clk Skew | 0.00793 ns |
| FF+latch area | 1700 sq um |
| Mux frac, synth | 0.104 |
| Die Span Y | about 84 um |
| Max Slew Vio Count | 0 |
| DRC | 0 |
| Max_slew headroom | 0.621 |
| Post-synth top area share | 0.505 |
| Comb area | 1320 sq um |
| Fillers | ~360 |
| Pwr dens | 274 nW/um^2 |
| Starting DRT DRC Count | approximately 180 |
| Routed vias/inst | 4.79 |
| Synth area leader | dfrtp_1 |
| DP HPWL | 5680 um |
[worst reg2reg max path, stage by stage (launching register included)]
cell and delay [ns]:
dfrtp_1 0.50, ha_1 0.31, nand3_1 0.22, nor4_4 0.49
nand3_1 0.22, xnor2_1 0.20, mux2_2 0.27
[cell families after synthesis]
kind of cell / after synthesis
AND/OR/NAND/NOR: 64
XOR/XNOR: 28
flip-flops: 68
AND-OR/OR-AND: 18
other: 1
buffers and inverters: 73
multiplexers: 31
adder cells (fa/ha/maj): 6
[cell usage after synthesis (all sizes together)]
cell,count
nand3,10
ha,6
a21boi,2
xor2,4
o32ai,1
buf,60
nand4,12
mux2,31
a211o,1
nand2b,1
o21bai,1
nor2,9
inv,6
a211oi,1
a311o,1
or2,2
and3,3
nor3,3
dfrtp,68
nor2b,2
nor4,4
clkbuf,7
a21oi,3
xnor2,24
o22ai,2
or4,2
a22o,1
nand2,14
o21ai,5
conb,1
nand3b,2
[cells in the final DEF (no fill, tap or decap), types with 5 or more instances in the layout]
cell / count
clkdlybuf4s50_1: 153
inv_1: 75
dfrtp_1: 68
conb_1: 40
mux2_2: 31
xnor2_1: 24
clkbuf_8: 18
nand2_1: 14
nand4_1: 10
nand3_1: 10
nor2_1: 9
ha_1: 6
o21ai_0: 5
[sequential cells by signal, indices dropped and copies added, names as in the netlist]
signal                count
ifIdLatch0.instr_out      4
ifIdLatch0.pc_out        32
pc0.pc_out               32
[final cells by class]
cell class,count,area share
clock buffer,21,0.0488
clock inverter,79,0.0696
inverter,5,0.00354
multi-input combinational,187,0.249
sequential,68,0.321
tap,77,0.0182
timing repair buffer,154,0.290
[through the flow]
stage	area [sq um]	power, uW	utilization	instances
floorplan	3520	647	-	328
global placement	4680	825	0.729	492
detailed placement	4680	832	0.729	492
CTS	5310	1500	0.826	591
global route	5310	1600	0.826	591
finish	5310	1450	0.826	591
[power breakdown]
group | switching, uW | internal (uW)
Clock | 393 | 341
Combinational | 76.2 | 223
Sequential | 47.8 | 374
Total | 517 | 937
[metal layers]
metal / vias to the layer above / GRT usage / part of all wire
met3: 19 / 0.155 / 0.090
met4: 0 / 0.161 / 0.027
li1: 1319 / - / -
met5: - / 0 / 0
met1: 1361 / 0.335 / 0.41
met2: 131 / 0.352 / 0.47
[path summary, 6_finish.rpt]
path                          startpoint                      end  cells past startpoint
setup / recovery           pc0.pc_out[2]          next_pc_dbg[28]                      6
hold / removal             pc0.pc_out[0]     ifIdLatch0.pc_out[0]                      0
setup reg to reg           pc0.pc_out[2]           pc0.pc_out[28]                      6
hold reg to reg            pc0.pc_out[0]     ifIdLatch0.pc_out[0]                      0
max in group asynchronous            rst  ifIdLatch0.instr_out[7]                      3
min in group asynchronous            rst            pc0.pc_out[2]                      3
No activity file was given, so power comes from the tool's default toggle rates.
